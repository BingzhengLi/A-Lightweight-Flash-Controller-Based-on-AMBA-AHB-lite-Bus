[/design/flow/config.mk]
export PLATFORM = sky130hd
export DESIGN_NAME = ahb
export DESIGN_NICKNAME = ahb
export VERILOG_FILES = /design/flow/design.v
export SDC_FILE = /design/flow/constraint.sdc
export NUM_CORES = 4
export LEC_CHECK = 1
export CORE_AREA = 10 10 215 215
export DIE_AREA = 0 0 225 225
[/design/flow/constraint.sdc]
current_design ahb

set clk_period 5.7
set clk_io_pct 0.2

create_clock -name clk0 -period $clk_period [get_ports {pll_core_cpuclk}]

set non_clock_inputs [all_inputs -no_clocks]
set_input_delay [expr $clk_period * $clk_io_pct] -clock clk0 $non_clock_inputs
set_output_delay [expr $clk_period * $clk_io_pct] -clock clk0 [all_outputs]
[/design/flow/design.v]
module ahb(
  biu_pad_haddr,
  biu_pad_hburst,
  biu_pad_hprot,
  biu_pad_hsize,
  biu_pad_htrans,
  biu_pad_hwdata,
  biu_pad_hwrite,
  haddr_s1,
  haddr_s2,
  haddr_s3,
  haddr_s4,
  hburst_s1,
  hburst_s3,
  hmastlock,
  hprot_s1,
  hprot_s3,
  hrdata_s1,
  hrdata_s2,
  hrdata_s3,
  hrdata_s4,
  hready_s1,
  hready_s2,
  hready_s3,
  hready_s4,
  hresp_s1,
  hresp_s2,
  hresp_s3,
  hresp_s4,
  hsel_s1,
  hsel_s2,
  hsel_s3,
  hsel_s4,
  hsize_s1,
  hsize_s3,
  htrans_s1,
  htrans_s3,
  htrans_s4,
  hwdata_s1,
  hwdata_s2,
  hwdata_s3,
  hwdata_s4,
  hwrite_s1,
  hwrite_s2,
  hwrite_s3,
  hwrite_s4,
  pad_biu_hrdata,
  pad_biu_hready,
  pad_biu_hresp,
  pad_cpu_rst_b,
  pll_core_cpuclk,
  smpu_deny
);
input   [31:0]  biu_pad_haddr;  
input   [2 :0]  biu_pad_hburst; 
input   [3 :0]  biu_pad_hprot;  
input   [2 :0]  biu_pad_hsize;  
input   [1 :0]  biu_pad_htrans; 
input   [31:0]  biu_pad_hwdata; 
input           biu_pad_hwrite; 
input   [31:0]  hrdata_s1;      
input   [31:0]  hrdata_s2;      
input   [31:0]  hrdata_s3;
input	[31:0]	hrdata_s4;      
input           hready_s1;      
input           hready_s2;      
input           hready_s3;
input           hready_s4;      
input   [1 :0]  hresp_s1;       
input   [1 :0]  hresp_s2;       
input   [1 :0]  hresp_s3; 
input   [1 :0]  hresp_s4;      
input           pad_cpu_rst_b;  
input           pll_core_cpuclk; 
input           smpu_deny;      
output  [31:0]  haddr_s1;       
output  [31:0]  haddr_s2;       
output  [31:0]  haddr_s3;
output  [31:0]	haddr_s4;       
output  [2 :0]  hburst_s1;      
output  [2 :0]  hburst_s3;      
output          hmastlock;      
output  [3 :0]  hprot_s1;       
output  [3 :0]  hprot_s3;       
output          hsel_s1;        
output          hsel_s2;        
output          hsel_s3; 
output          hsel_s4;       
output  [2 :0]  hsize_s1;       
output  [2 :0]  hsize_s3;      
output  [1 :0]  htrans_s1;      
output  [1 :0]  htrans_s3;
output  [1 :0]  htrans_s4;      
output  [31:0]  hwdata_s1;      
output  [31:0]  hwdata_s2;      
output  [31:0]  hwdata_s3;
output  [31:0]  hwdata_s4;      
output          hwrite_s1;      
output          hwrite_s2;      
output          hwrite_s3;
output 		hwrite_s4;      
output  [31:0]  pad_biu_hrdata; 
output          pad_biu_hready; 
output  [1 :0]  pad_biu_hresp;  
reg             busy_s1;        
reg             busy_s2;        
reg             busy_s3;        
reg             busy_s4;        
reg             busy_s5;
reg		busy_s6;        
reg     [31:0]  pad_biu_hrdata; 
reg             pad_biu_hready; 
reg     [1 :0]  pad_biu_hresp;  
wire            arb_block;      
wire    [31:0]  biu_pad_haddr;  
wire    [2 :0]  biu_pad_hburst; 
wire    [3 :0]  biu_pad_hprot;  
wire    [2 :0]  biu_pad_hsize;  
wire    [1 :0]  biu_pad_htrans; 
wire    [31:0]  biu_pad_hwdata; 
wire            biu_pad_hwrite; 
wire    [31:0]  haddr_s1;       
wire    [31:0]  haddr_s2;       
wire    [31:0]  haddr_s3; 
wire	[31:0]  haddr_s4;      
wire    [2 :0]  hburst_s1;      
wire    [2 :0]  hburst_s2;      
wire    [2 :0]  hburst_s3;    
wire            hmastlock;      
wire    [3 :0]  hprot_s1;       
wire    [3 :0]  hprot_s2;       
wire    [3 :0]  hprot_s3;       
wire    [31:0]  hrdata_s1;      
wire    [31:0]  hrdata_s2;      
wire    [31:0]  hrdata_s3;      
wire    [31:0]  hrdata_s4;      
wire    [31:0]  hrdata_s5;
wire    [31:0]  hrdata_s6;    
wire            hready_s1;      
wire            hready_s2;      
wire            hready_s3;      
wire            hready_s4;      
wire            hready_s5;
wire            hready_s6;      
wire    [1 :0]  hresp_s1;       
wire    [1 :0]  hresp_s2;       
wire    [1 :0]  hresp_s3;       
wire    [1 :0]  hresp_s4;       
wire    [1 :0]  hresp_s5; 
wire 	[1 :0]  hresp_s6;    
wire            hsel_s1;        
wire            hsel_s2;        
wire            hsel_s3;        
wire            hsel_s4;        
wire            hsel_s5;
wire		hsel_s6;        
wire    [2 :0]  hsize_s1;       
wire    [2 :0]  hsize_s2;       
wire    [2 :0]  hsize_s3; 
wire    [2 :0]  hsize_s4;      
wire    [1 :0]  htrans_s1;      
wire    [1 :0]  htrans_s2;      
wire    [1 :0]  htrans_s3;
wire    [1 :0]  htrans_s4;      
wire    [31:0]  hwdata_s1;      
wire    [31:0]  hwdata_s2;      
wire    [31:0]  hwdata_s3;
wire    [31:0]  hwdata_s4;      
wire            hwrite_s1;      
wire            hwrite_s2;      
wire            hwrite_s3;
wire		hwrite_s4;      
wire            pad_cpu_rst_b;  
wire            pll_core_cpuclk; 
wire            pre_busy_s1;    
wire            pre_busy_s2;    
wire            pre_busy_s3;    
wire            pre_busy_s4;    
wire            pre_busy_s5;
wire		pre_busy_s6;    
wire            smpu_deny;      
assign    hmastlock            =    1'b0; 
assign    haddr_s1[31:0]       =    biu_pad_haddr[31:0];  
assign    hburst_s1[2:0]       =    biu_pad_hburst[2:0]; 
assign    hprot_s1[3:0]        =    biu_pad_hprot[3:0];  
assign    hsize_s1[2:0]        =    biu_pad_hsize[2:0];  
assign    htrans_s1[1:0]       =    biu_pad_htrans[1:0]; 
assign    hwrite_s1            =    biu_pad_hwrite; 
assign    hwdata_s1[31:0]      =    biu_pad_hwdata[31:0]; 
assign    haddr_s2[31:0]       =    biu_pad_haddr[31:0];  
assign    hburst_s2[2:0]       =    biu_pad_hburst[2:0]; 
assign    hprot_s2[3:0]        =    biu_pad_hprot[3:0];  
assign    hsize_s2[2:0]        =    biu_pad_hsize[2:0];  
assign    htrans_s2[1:0]       =    biu_pad_htrans[1:0]; 
assign    hwrite_s2            =    biu_pad_hwrite; 
assign    hwdata_s2[31:0]      =    biu_pad_hwdata[31:0]; 
assign    haddr_s3[31:0]       =    biu_pad_haddr[31:0];  
assign    hburst_s3[2:0]       =    biu_pad_hburst[2:0]; 
assign    hprot_s3[3:0]        =    biu_pad_hprot[3:0];  
assign    hsize_s3[2:0]        =    biu_pad_hsize[2:0];  
assign    htrans_s3[1:0]       =    biu_pad_htrans[1:0]; 
assign    hwrite_s3            =    biu_pad_hwrite; 
assign    hwdata_s3[31:0]      =    biu_pad_hwdata[31:0]; 
assign    hwdata_s4[31:0]      =    biu_pad_hwdata[31:0];
assign    hwrite_s4	       =    biu_pad_hwrite;
assign    htrans_s4[1:0]       =    biu_pad_htrans[1:0];
assign    haddr_s4[31:0]       =    biu_pad_haddr[31:0];
assign    hready_s5            =    1'b0;
assign    hrdata_s5[31:0]      =    32'b0;
assign    hresp_s5[1:0]        =    2'b0;
assign 	  hready_s6	       =     1'b0;
assign	  hrdata_s6[31:0]      =     32'b0;
assign    hresp_s6[1:0]        =     2'b0;
assign    hsel_s1 = (biu_pad_htrans[1]==1'b1) && (biu_pad_haddr >= 32'h60000000) && (biu_pad_haddr <= 32'h600fffff) 
                  && !arb_block && !smpu_deny;
assign    hsel_s2 = (biu_pad_htrans[1]==1'b1) && (biu_pad_haddr >= 32'h40000000) && (biu_pad_haddr <= 32'h4fffffff) 
                  && !arb_block && !smpu_deny;
assign    hsel_s3 = (biu_pad_htrans[1]==1'b1) && (!hsel_s1 && !hsel_s2 && !hsel_s4 && !hsel_s5 
                 || smpu_deny) && !arb_block;
assign    hsel_s4 = (biu_pad_htrans[1]==1'b1) && (biu_pad_haddr >= 32'h70000000) && (biu_pad_haddr <= 32'h7007ffff)
                  && !arb_block && !smpu_deny;
assign    hsel_s5 = 0;
assign    hsel_s6 = 0;
assign    pre_busy_s1 = hsel_s1 || busy_s1 && !hready_s1;
assign    pre_busy_s2 = hsel_s2 || busy_s2 && !hready_s2;
assign    pre_busy_s3 = hsel_s3 || busy_s3 && !hready_s3;
assign    pre_busy_s4 = hsel_s4 || busy_s4 && !hready_s4;
assign    pre_busy_s5 = 1'b0;
assign    pre_busy_s6 = 1'b0;
always @(posedge pll_core_cpuclk or negedge pad_cpu_rst_b)
begin
  if(!pad_cpu_rst_b)begin
  busy_s1 <= 1'b0;
  busy_s2 <= 1'b0;
  busy_s3 <= 1'b0;
  busy_s4 <= 1'b0;
  busy_s5 <= 1'b0;
  busy_s6 <= 1'b0;
  end
  else begin
  busy_s1 <= pre_busy_s1;
  busy_s2 <= pre_busy_s2;
  busy_s3 <= pre_busy_s3;
  busy_s4 <= pre_busy_s4;
  busy_s5 <= pre_busy_s5;
  busy_s6 <= pre_busy_s6;
  end
end
assign arb_block = busy_s1 && !hready_s1 ||
                   busy_s2 && !hready_s2 ||
                   busy_s3 && !hready_s3 ||
                   busy_s4 && !hready_s4 ||
                   busy_s5 && !hready_s5 ||
                   busy_s6 && !hready_s6;
always @( hresp_s3[1:0]
       or hready_s5
       or hready_s6
       or hresp_s1[1:0]
       or busy_s3
       or busy_s4
       or hresp_s5[1:0]
       or hresp_s6[1:0]
       or hrdata_s3[31:0]
       or hready_s3
       or busy_s2
       or hrdata_s2[31:0]
       or hrdata_s1[31:0]
       or hresp_s4[1:0]
       or busy_s5
       or busy_s6
       or hready_s2
       or busy_s1
       or hrdata_s4[31:0]
       or hready_s4
       or hrdata_s5[31:0]
       or hrdata_s6[31:0]
       or hresp_s2[1:0]
       or hready_s1)
begin
  case({busy_s1,busy_s2,busy_s3,busy_s4,busy_s5,busy_s6})
    6'b100000:
    begin
      pad_biu_hrdata[31:0] = hrdata_s1[31:0];
      pad_biu_hready       = hready_s1;
      pad_biu_hresp[1:0]   = hresp_s1[1:0];
    end
    6'b010000:
    begin
      pad_biu_hrdata[31:0] = hrdata_s2[31:0];
      pad_biu_hready       = hready_s2;
      pad_biu_hresp[1:0]   = hresp_s2[1:0];
    end
    6'b001000:
    begin 
      pad_biu_hrdata[31:0] = hrdata_s3[31:0];
      pad_biu_hready       = hready_s3;
      pad_biu_hresp[1:0]   = hresp_s3[1:0];
    end
    6'b000100:
    begin 
      pad_biu_hrdata[31:0] = hrdata_s4[31:0];
      pad_biu_hready       = hready_s4;
      pad_biu_hresp[1:0]   = hresp_s4[1:0];
    end
    6'b000010:
    begin 
      pad_biu_hrdata[31:0] = hrdata_s5[31:0];
      pad_biu_hready       = hready_s5;
      pad_biu_hresp[1:0]   = hresp_s5[1:0];
    end
    6'b000001:
    begin
      pad_biu_hrdata[31:0] = hrdata_s6[31:0];
      pad_biu_hready	   = hready_s6;
      pad_biu_hresp[1:0]   = hresp_s6[1:0];
    end
    default:
    begin
      pad_biu_hrdata[31:0] = 32'b0;
      pad_biu_hready       = 1'b1;
      pad_biu_hresp[1:0]   = 2'b0;
    end
  endcase
end
endmodule
[/design/flow/run.sh]
#!/bin/bash
# OpenROAD 26Q1-2900-gdf79404cd8, Yosys 0.63+post, stock flow scripts
make -C /OpenROAD-flow-scripts/flow DESIGN_CONFIG=/design/flow/config.mk WORK_HOME=/design/flow/orfs finish
==> flow_metrics.tcl <==
# place-and-route summary
set metrics [dict create \
    die_y_um 225 \
    power_uw 379 \
    totalWireLength_mm 16.0 \
    worstSetupStartpointType "input port" \
    place_area_sq_mm 0.00431 \
    r2r_slack_ns 4.15 \
    cts_hold_buf 0 \
    synth_cells 446 \
    hold_ws_ns 0.801 \
    crit_cells 6 \
    clock_tree.buffer_depth 2 \
    hold_viol_final 0 \
    viasPerCell 2.72 \
    drv_cap 0 \
    ys_cells 446 \
    drt-pass1-iter-count 4 \
    yosys_register_bits 4 \
    tool_warnings 25 \
    setup_violations 0 \
    worstMarginPinSlew_ns 0.572 \
    num_vias 2569 \
    grt_pass1_vias 2759 \
    worst_path_max_delay_cell "nor4_1" \
    min_to "busy_s1$_DFF_PN0_" \
    r2r_cells 4 \
    die_w_um 225 \
    dp_hpwl_mm 14.2 \
    crit_arrival_ns 3.35 \
    ys_seq_share_pct 2.97 \
    numPortBuffers 250 \
    area.growth.synth_to_final_pct 30.4 \
    grt_max_degree 25 \
    ir_worst_vdd_mv 0.0430 \
    crit_chain "clkdlybuf4s50_1 > nor4_1 > and3_1 > nand3_2 > nor4_1 > clkdlybuf4s50_1" \
    required_ns 4.56 \
    cts.clk_slew.worst_paths_ns 0.03 \
    tns_ns 0 \
    clock_power_share_pct 28.5 \
    min_from "busy_s1$_DFF_PN0_" \
    grt_usage_pct 5.74 \
    synth_area_per_cell_sq_um 7.55 \
    fp-row-count 75 \
    power_frac_seq_pct 8.4 \
    cp-end-kind "output port" \
    yosys_area_sq_mm 0.00337 \
    cts_tree "done" \
    reg2reg_to "busy_s4$_DFF_PN0_" \
    cts-buffers-inserted 3 \
    cts_sinks 4 \
    drc_errors 0 \
    ys_warn_count 1 \
    dieArea_sq_mm 0.0506 \
    min_path_type "reg -> reg" \
    pwr_density_cell_mw_per_mm2 86.2 \
    final_layout_top_logic_cell "clkdlybuf4s50_1" \
    route.antenna.remaining_nets 0 \
    r2r_start "busy_s4$_DFF_PN0_" \
    post_cts_buffers 0 \
    grt_pass1_wl_mm 20.8 \
    synth.distinct_cells 26 \
    initCoreUtil_pct 8.07 \
    cts_root_buf "clkbuf_16" \
    htreeDepth 1 \
    rsz0062_at_grt "false" \
    grt_overflow 0 \
    relSlewSlack_pct 61.5 \
    slew_viol_final 0 \
    fin_crit_sh_pct 78.8 \
    netlist_area_sq_mm 0.00337 \
    placeableCoreArea_sq_mm 0.0418 \
    p_comb_share_pct 63.1 \
    switchingPower_uw 82.5 \
    gpl.final_weighted_congestion 0.819 \
    cp.buffers_inverters 2 \
    grt_antenna_before_repair 8 \
    status "complete, no violations" \
    criticalPathCategory "in -> out" \
    io_pins 546 \
    fmax_mhz 223 \
    layout_top_cells "clkdlybuf4s50_1 (250), a22oi_1 (63), nand2_1 (38)" \
    nFillCells 4773 \
    period_minus_slack_ns 4.49 \
    finalInstanceArea_sq_mm 0.00439 \
    switching_share_pct 21.8 \
    worstHoldPathCells 2 \
    cts_resized 0 \
    p_int_uw 296 \
    clk_latency_ns 0.22 \
    power.leakage_uw 0.00146 \
    skew_ns 0.00174 \
    cp_max_fo 5 \
    drive_above_1_share_pct 5.69 \
    detail_route.wl_per_cell_um 17.0 \
    drtIter0Drc 85 \
    critical_path.top_delay_family "simple AND/OR/NAND/NOR gates" \
    slowest_delay_ns 0.57 \
]
## power groups by stage
stage | registers [uW] | logic [uW] | clock network, uW
4_1_cts | 31.7 | 245 | 109
5_1_grt | 31.9 | 259 | 112
6_report | 31.7 | 239 | 108
## area by class of cell
type	instances	area, sq um	area share (%)
inverters	3	11.3	0.256
flip-flops and latches	4	100	2.28
multi-input cells	136	961	21.9
repair buffers	258	2560	58.3
clock buffers	3	75.1	1.71
well taps	539	674	15.4
diodes	3	7.51	0.171
## routing by layer
metal / part of all wire [%] / wire, um / track usage (%) / up-vias
met3: 21 / 3310 / 4.84 / 114
met1: 28 / 4550 / 4.89 / 1042
met2: 42 / 6760 / 8.44 / 268
li1: - / - / - / 1135
met4: 8.4 / 1350 / 4.72 / 10
met5: 0.42 / 68 / 0 / -
## tightest hold or removal path, cell delays in order, from the launching register on
cell	delay, ns
dfrtp_1	0.50
nand2b_1	0.17
o31ai_1	0.08
## per-stage QoR
stage | cells | util (%) | setup WS, ns
floorplan | 446 | - | 2.68
detailed placement | 940 | 10.3 | 1.25
finish | 946 | 10.5 | 1.21
CTS | 943 | 10.5 | 1.22
global route | 945 | 10.5 | 1.13
global placement | 940 | 10.3 | 1.28
## Yosys cell counts
master	n	share of area (%)
nor3_1	1	0.15
buf_6	9	3.0
buf_2	5	0.74
a222oi_1	1	0.30
nor2_1	2	0.22
clkbuf_4	2	0.45
o41ai_2	2	0.97
a22oi_2	5	1.9
xor2_1	1	0.26
nand3_2	1	0.30
and4_1	1	0.26
inv_1	3	0.33
nand2_1	38	4.2
or2b_1	1	0.22
and3_1	1	0.19
nand2b_1	4	0.74
conb_1	1	0.11
a22oi_1	63	14
buf_4	287	64
nor4b_4	4	2.8
o22ai_1	1	0.19
a221oi_1	1	0.26
o21ai_0	3	0.45
o31ai_1	1	0.22
dfrtp_1	4	3.0
nor4_1	4	0.74
## worst max-delay path by stage
stage,startpoint,to
4_1_cts,biu_pad_haddr[26],hsel_s4
6_report,biu_pad_haddr[26],hsel_s4
5_1_grt,biu_pad_haddr[26],hsel_s4
## sequential cells by signal, summed over array words and instances (netlist names)
register  flops
busy_s1       1
busy_s2       1
busy_s3       1
busy_s4       1
## cell families after synthesis
logic type | share of synthesized area, %
simple gates | 9.88
buf+inv | 68.5
compound gates | 18.3
flops | 2.97
xor+xnor | 0.260
other cells | 0.111
Power figures rest on the tool's default switching activity, not on a simulated workload.
